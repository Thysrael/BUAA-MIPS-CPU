==> flow/design.v <==
`timescale 1ns / 1ps
module ext(
    input [15:0] imm,
	input [1:0] EOp,
	output [31:0] ext);
	assign ext = (EOp == 0)? {{16{imm[15]}}, imm}:
                 (EOp == 1)? {{16{0}}, imm}:
                 (EOp == 2)? {imm, {16{0}}}:
                 (EOp == 3)? {{14{imm[15]}}, imm, {2{0}}}:
                 0;
endmodule
==> flow/run.sh <==
#!/bin/bash
# OpenROAD 26Q1-2900-gdf79404cd8, Yosys 0.63+post, stock flow scripts
make -C /OpenROAD-flow-scripts/flow DESIGN_CONFIG=/design/flow/config.mk WORK_HOME=/design/flow/orfs finish
==> flow/config.mk <==
export PLATFORM = sky130hd
export DESIGN_NAME = ext
export DESIGN_NICKNAME = ext
export VERILOG_FILES = /design/flow/design.v
export SDC_FILE = /design/flow/constraint.sdc
export NUM_CORES = 4
export LEC_CHECK = 1
export CORE_AREA = 10 10 70 70
export DIE_AREA = 0 0 80 80
==> flow/constraint.sdc <==
current_design ext

set clk_period 1.0
set clk_io_pct 0.2

create_clock -name clk0 -period $clk_period

set non_clock_inputs [all_inputs -no_clocks]
set_input_delay [expr $clk_period * $clk_io_pct] -clock clk0 $non_clock_inputs
set_output_delay [expr $clk_period * $clk_io_pct] -clock clk0 [all_outputs]
==> run_summary.xml <==
<?xml version="1.0" encoding="UTF-8"?>
<metrics>
  <group name="timing">
    <metric name="finalWorstPathRequiredPeriod" unit="ns">1.10</metric>
    <metric name="hold_viol_final" unit="">0</metric>
    <metric name="timing.final.setup_violations" unit="">16</metric>
    <metric name="timing.final.crit_share" unit="%">110</metric>
    <metric name="worst-slew-pin-transition" unit="ns">0.213</metric>
    <metric name="grt_setup_unrepaired" unit="">yes</metric>
    <metric name="final_max_slew_viol_count" unit="">0</metric>
    <metric name="slew-limit-headroom" unit="%">85.8</metric>
    <metric name="fin_hold_ws" unit="ns">0.691</metric>
    <metric name="final.setup.worst_slack" unit="ns">-0.103</metric>
    <metric name="timing.fmax" unit="MHz">907</metric>
    <metric name="setup_total_negative_slack" unit="ns">-0.881</metric>
  </group>
  <group name="finish">
    <metric name="drive_gt1_share" unit="%">61.5</metric>
    <metric name="final-instance-count-excl-fill" unit="">124</metric>
    <metric name="syn2layout_area_growth" unit="%">211</metric>
    <metric name="seq_area" unit="µm²">0</metric>
    <metric name="utilization" unit="%">22.1</metric>
    <metric name="layout.clock_buffers" unit="">0</metric>
    <metric name="n_sequential_cell" unit="">0</metric>
    <metric name="final_layout_top_logic_cell" unit="">buf_6</metric>
    <metric name="layout_top_cells_excl_fill_tap" unit="">buf_6 (26), dlygate4sd2_1 (13), buf_2 (11)</metric>
  </group>
  <group name="status">
    <metric name="run_status" unit="">complete, but fails checks</metric>
    <metric name="failed_checks" unit="">negative setup slack</metric>
  </group>
  <group name="route">
    <metric name="vias_per_cell" unit="">2.99</metric>
    <metric name="tally_of_nets_with_antenna_violations_remaining_after_routing" unit="">0</metric>
    <metric name="vias" unit="">371</metric>
    <metric name="post-route-drc-count" unit="">0</metric>
    <metric name="num_antenna_cells" unit="">0</metric>
    <metric name="drtPass1Iterations" unit="">3</metric>
    <metric name="wire_per_inst" unit="µm">12.3</metric>
    <metric name="totalWireLength" unit="µm">1530</metric>
    <metric name="detailedRoute.firstIterationViolations" unit="">2</metric>
  </group>
  <group name="critical_path">
    <metric name="timing.critical_path.arrival" unit="ns">0.90</metric>
    <metric name="cp_common_cell" unit="">buf_6</metric>
    <metric name="endpoint_kind" unit="">output pin</metric>
    <metric name="worst-endpoint-required" unit="ns">0.80</metric>
    <metric name="crit_chain" unit="">buf_6, nor3b_4, buf_6, buf_6, buf_6</metric>
    <metric name="cp_max_fo" unit="">8</metric>
    <metric name="worst_path_max_delay_cell" unit="">nor3b_4</metric>
    <metric name="critical_path.max_stage_delay" unit="ns">0.24</metric>
    <metric name="critical_path_class" unit="">input port to output pin</metric>
    <metric name="critPathLaunchType" unit="">input port</metric>
  </group>
  <group name="place">
    <metric name="post-place-cells" unit="">115</metric>
    <metric name="routabilityCongestion" unit="">0.760</metric>
    <metric name="place.port_buffers" unit="">50</metric>
  </group>
  <group name="global_route">
    <metric name="globalRoute.totalOverflow" unit="">0</metric>
    <metric name="first_global_vias" unit="">440</metric>
    <metric name="global_route_wire_length_before_repair" unit="µm">2190</metric>
    <metric name="initial_antenna_violation_count" unit="">0</metric>
    <metric name="pin_count_of_the_biggest_net_entering_global_routing" unit="">9</metric>
    <metric name="globalRouteTotalUtil" unit="%">4.23</metric>
  </group>
  <group name="power">
    <metric name="power_density" unit="nW/µm²">304</metric>
    <metric name="design_power_total" unit="mW">0.230</metric>
    <metric name="power_leakage" unit="nW">0.411</metric>
    <metric name="power.ir.vdd_worst" unit="V">0.000123</metric>
  </group>
  <group name="floorplan">
    <metric name="die_w" unit="µm">80</metric>
    <metric name="core_region_area" unit="µm²">3420</metric>
    <metric name="chipHeight" unit="µm">80</metric>
    <metric name="initCoreUtil" unit="%">7.11</metric>
    <metric name="design.die.area" unit="µm²">6400</metric>
    <metric name="placement_row_count" unit="">21</metric>
    <metric name="io_pins" unit="">50</metric>
  </group>
  <group name="synth">
    <metric name="chip_area_in_the_yosys_report" unit="µm²">243</metric>
    <metric name="ys_warn_count" unit="">0</metric>
    <metric name="postSynthSeqShare" unit="%">0</metric>
    <metric name="unique_cell_type_count_in_the_yosys_netlist" unit="">5</metric>
    <metric name="ys_cells" unit="">33</metric>
    <metric name="postSynthAreaPerCell" unit="µm²">7.36</metric>
    <metric name="post_synth_inst_count" unit="">33</metric>
    <metric name="syn_area" unit="µm²">243</metric>
  </group>
  <group name="cts">
    <metric name="hold_buffers" unit="">0</metric>
  </group>
  <group name="min_path">
    <metric name="worst_hold_path_type" unit="">input port to output pin</metric>
    <metric name="hold_depth" unit="">3</metric>
  </group>
  <group name="run">
    <metric name="stage_log_warning_count" unit="">35</metric>
    <metric name="number_of_max_capacitance_violations_reported" unit="">0</metric>
  </group>
</metrics>
worst max-delay path: cells and delay by family:
| kind | cells | cell delay [ns] |
|---|---|---|
| buf+inv | 4 | 0.45 |
| simple gates | 1 | 0.24 |
cell type report:
| type | count | area [µm²] |
|---|---|---|
| fill | 388 | 2660 |
| multi-input combinational | 17 | 140 |
| tap | 46 | 57.6 |
| timing repair buffer | 61 | 557 |
worst paths after layout:
path	from	to	slack, ns
setup / recovery	EOp[0]	ext[27]	-0.10
hold / removal	imm[4]	ext[4]	0.69
power by group:
group          total (mW)  internal [mW]  switching (mW)
clock                   0              0               0
sequential              0              0               0
combinational       0.230          0.167          0.0629
total               0.230          0.167          0.0629
cells in the mapped netlist:
master | number | share of area [%]
buf_6 | 1 | 4.6
buf_4 | 15 | 46
and2b_1 | 5 | 15
nor2b_1 | 11 | 28
nor3b_2 | 1 | 5.2
routing by layer:
layer,vias to the layer above,GRT usage (%),share of wire [%]
li1,174,-,-
met1,148,4.09,34
met2,49,6.58,39
met3,0,4.43,27
met4,0,0,0
met5,-,0,0
through the flow:
step	instance area (µm²)	worst slack, ns
finish	754	-0.103
global route	754	-0.143
CTS	777	-0.177
detailed placement	711	-0.793
global placement	711	-0.812
floorplan	253	-0.0838
cells by family (layout without fill, tap and decap cells):
logic type / after synthesis / in the layout / share of synthesized area [%]
and+or+nand+nor: 17 / 17 / 49.0
buffers and inverters: 16 / 61 / 51.0
timing repair:
item	4_1_cts	5_1_grt
pin swaps	1	1
resized	144	16
cloned	1	0
buffers inserted	10	0
endpoints found under the setup margin	32	26
Power figures rest on the tool's default switching activity, not on a simulated workload.
